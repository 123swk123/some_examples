==> flow/design.v <==
module Apb3Test (
  input      [7:0]    io_apb_PADDR,
  input      [0:0]    io_apb_PSEL,
  input               io_apb_PENABLE,
  output              io_apb_PREADY,
  input               io_apb_PWRITE,
  input      [31:0]   io_apb_PWDATA,
  output reg [31:0]   io_apb_PRDATA,
  output              io_apb_PSLVERROR,
  output reg          io_sigOut,
  input               clk,
  input               reset
);
  wire                apbCtrl_askWrite;
  wire                apbCtrl_askRead;
  wire                apbCtrl_doWrite;
  wire                apbCtrl_doRead;
  reg        [11:0]   count;
  reg        [11:0]   count_1;
  reg        [7:0]    clockCounter_counter;
  wire                when_apb3_slave_test_l29;
  wire                when_apb3_slave_test_l36;
  assign io_apb_PREADY = 1'b1;
  always @(*) begin
    io_apb_PRDATA = 32'h0;
    case(io_apb_PADDR)
      8'h0 : begin
        io_apb_PRDATA[11 : 0] = count;
        io_apb_PRDATA[23 : 12] = count_1;
      end
      8'h04 : begin
        io_apb_PRDATA[7 : 0] = clockCounter_counter;
      end
      default : begin
      end
    endcase
  end
  assign io_apb_PSLVERROR = 1'b0;
  assign apbCtrl_askWrite = ((io_apb_PSEL[0] && io_apb_PENABLE) && io_apb_PWRITE);
  assign apbCtrl_askRead = ((io_apb_PSEL[0] && io_apb_PENABLE) && (! io_apb_PWRITE));
  assign apbCtrl_doWrite = (((io_apb_PSEL[0] && io_apb_PENABLE) && io_apb_PREADY) && io_apb_PWRITE);
  assign apbCtrl_doRead = (((io_apb_PSEL[0] && io_apb_PENABLE) && io_apb_PREADY) && (! io_apb_PWRITE));
  always @(*) begin
    io_sigOut = 1'b0;
    case(io_apb_PADDR)
      8'h0 : begin
        if(apbCtrl_doWrite) begin
          io_sigOut = 1'b1;
        end
      end
      default : begin
      end
    endcase
  end
  assign when_apb3_slave_test_l29 = (8'h64 < clockCounter_counter);
  assign when_apb3_slave_test_l36 = (clockCounter_counter == 8'h0);
  always @(posedge clk or posedge reset) begin
    if(reset) begin
      count <= 12'h0;
      count_1 <= 12'h0;
      clockCounter_counter <= 8'h0;
    end else begin
      clockCounter_counter <= (clockCounter_counter + 8'h01);
      if(when_apb3_slave_test_l29) begin
        clockCounter_counter <= 8'h0;
      end
      if(when_apb3_slave_test_l36) begin
        count <= (count - 12'h001);
      end
      case(io_apb_PADDR)
        8'h0 : begin
          if(apbCtrl_doWrite) begin
            count <= io_apb_PWDATA[11 : 0];
            count_1 <= io_apb_PWDATA[23 : 12];
          end
        end
        default : begin
        end
      endcase
    end
  end
endmodule
==> flow/run.sh <==
#!/bin/bash
# OpenROAD 26Q1-2900-gdf79404cd8, Yosys 0.63+post, stock flow scripts
make -C /OpenROAD-flow-scripts/flow DESIGN_CONFIG=/design/flow/config.mk WORK_HOME=/design/flow/orfs finish
==> flow/config.mk <==
export PLATFORM = sky130hd
export DESIGN_NAME = Apb3Test
export DESIGN_NICKNAME = Apb3Test
export VERILOG_FILES = /design/flow/design.v
export SDC_FILE = /design/flow/constraint.sdc
export NUM_CORES = 4
export LEC_CHECK = 1
export CORE_UTILIZATION = 30
==> flow/constraint.sdc <==
current_design Apb3Test

set clk_period 8.0
set clk_io_pct 0.2

create_clock -name clk0 -period $clk_period [get_ports {clk}]

set non_clock_inputs [all_inputs -no_clocks]
set_input_delay [expr $clk_period * $clk_io_pct] -clock clk0 $non_clock_inputs
set_output_delay [expr $clk_period * $clk_io_pct] -clock clk0 [all_outputs]
==> flow_metrics.env <==
# source this file to load flow results
export IMPL_status="completed"
export IMPL_synth_cells=178
export IMPL_ys_ff=32
export IMPL_finalPower_mw=0.3980
export IMPL_grt_ovfl_total=0
export IMPL_seq_area_frac_synth=0.4545
export IMPL_cts_tree="yes"
export IMPL_critPathKind="input port to primary output"
export IMPL_fin_worst_skew_ns=0.003191
export IMPL_vias=1428
export IMPL_endpoint_kind="primary output"
export IMPL_hold_viol=0
export IMPL_warning_count=34
export IMPL_period_needed_ns=5.205
export IMPL_wl_met1_um=1677
export IMPL_ios=80
export IMPL_routed_top_layer="met4"
export IMPL_syn_area_per_cell_sq_um=9.897
export IMPL_drtAntennaViolNets=0
export IMPL_postCtsSetupBuffers=0
export IMPL_drv_slew=0
export IMPL_ys_warn_count=1
export IMPL_leakagePower_nw=1.061
export IMPL_worstPathRequired_ns=6.40
export IMPL_cts_num_sinks=32
export IMPL_die_w_um=78.63
export IMPL_track_usage=0.1309
export IMPL_hold_ws_ns=0.4955
export IMPL_clockBufferDepth=2
export IMPL_cp_start_kind="input port"
export IMPL_power_density_nw_per_um2=158.1
export IMPL_rsz0062_at_grt="no"
export IMPL_layout_top_cells="clkdlybuf4s50_1 (61), dfrtp_1 (32), nor2_1 (25)"
export IMPL_routed_wl_um=3716
export IMPL_worstPathMaxFanout=8
export IMPL_grt_first_pass_wirelength_um=6237
export IMPL_initCoreUtil=0.3160
export IMPL_drt_iter0_drc=57
export IMPL_synth_chip_area_sq_um=1762
export IMPL_finalSetupViolCount=0
export IMPL_placed_cells=308
export IMPL_cts_hold_fix_buffers=0
export IMPL_die_h_um=78.63
export IMPL_period_used=0.6506
export IMPL_core_sq_um=5574
export IMPL_n_antenna_cell=0
export IMPL_chipArea_sq_um=6183
export IMPL_grt_max_degree=37
export IMPL_fill_cells=545
export IMPL_dr_wl_met3_um=186
export IMPL_finalSetupTns_ns=0
export IMPL_synthesis_area_sq_um=1762
export IMPL_area_delta_synth_final_pct=42.90
export IMPL_hold_path_class="flop to flop"
export IMPL_rows=27
export IMPL_drive_gt1_frac=0.1066
export IMPL_max_vdd_ir_drop_uv=73.21
export IMPL_timing_fmax_ghz=0.1921
export IMPL_stdcell_count=316
export IMPL_cts_buffers=5
export IMPL_htree_num_levels=2
export IMPL_grt_pass1_vias=1342
export IMPL_clk_transition_reported_paths_ns=0.06
export IMPL_ys_cells=178
export IMPL_drc_errors=0
export IMPL_antenna_found_initial=0
export IMPL_wl_met2_um=1789
export IMPL_drt_vias_per_instance=4.519
export IMPL_drt_pass1_iterations=5
export IMPL_layout_top_cell="clkdlybuf4s50_1"
export IMPL_slew_headroom=0.6049
export IMPL_io_buffers=61
export IMPL_clk_latency_ns=0.28
export IMPL_root_buffer="clkbuf_8"
export IMPL_max_cap_violations=0
export IMPL_worstPathArrival_ns=3.60
export IMPL_yosysUniqueCellTypes=31
export IMPL_place_congestion=0.8153
export IMPL_dp_hpwl_um=2663
export IMPL_wl_per_cell_um=11.76
export IMPL_cts_resized=0
export IMPL_worstMarginPinSlew_ns=0.5873
## final cells by class
cell class / count / area, sq um / area share
repair buffers: 65 / 640.6 / 0.2545
clock buffers: 8 / 90.09 / 0.03579
inverters: 8 / 30.03 / 0.01193
multi-input cells: 131 / 865.8 / 0.3439
flip-flops and latches: 32 / 800.8 / 0.3181
well taps: 72 / 90.09 / 0.03579
## power breakdown
part	switching, mW	internal, mW
Sequential	0.0222	0.179
Clock	0.0563	0.0701
Combinational	0.0298	0.0406
## kinds of logic after synthesis
kind of cell,Yosys count,share of synthesized area
muxes,12,0.07670
other,2,0.004263
DFF,32,0.4545
buffers and inverters,24,0.07315
and+or+nand+nor,66,0.2067
xor gates and xnor gates,15,0.07458
AOI/OAI and AO/OA,24,0.08878
adders and majority gates,3,0.02131
## worst max-delay path, stage by stage
cell             delay, ns
clkdlybuf4s50_1       0.39
or4_1                 0.55
nor4_1                0.26
buf_4                 0.21
a22o_1                0.13
clkdlybuf4s50_1       0.47
## final timing paths
check | startpoint | cells past startpoint | endpoint | slack (ns)
min reg2reg | count_1[9] | 1 | count_1[9] | 0.50
max in group asynchronous | reset | 3 | clockCounter_counter[0] | 5.99
max | io_apb_PADDR[1] | 6 | io_apb_PRDATA[6] | 2.80
min in group asynchronous | reset | 3 | count_1[3] | 1.71
max reg2reg | clockCounter_counter[0] | 7 | count[3] | 5.42
min | count_1[9] | 1 | count_1[9] | 0.50
## synth_stat cells
| library cell | number | area (sq um) |
|---|---|---|
| a21oi_1 | 13 | 65.06 |
| o21ai_0 | 1 | 5.000 |
| mux2_2 | 12 | 135.1 |
| a31o_2 | 1 | 8.760 |
| or3_1 | 3 | 18.77 |
| nand4_1 | 1 | 6.260 |
| nand4_2 | 1 | 12.51 |
| inv_1 | 8 | 30.03 |
| a31oi_1 | 1 | 6.260 |
| or4b_1 | 1 | 10.01 |
| buf_2 | 1 | 5.000 |
| nand3_1 | 1 | 5.000 |
| xor2_1 | 6 | 52.55 |
| nand2b_1 | 2 | 12.51 |
| or4_1 | 4 | 30.03 |
| or4_4 | 1 | 11.26 |
| and2_1 | 16 | 100.1 |
| conb_1 | 2 | 7.510 |
| clkbuf_1 | 5 | 18.77 |
| dfrtp_1 | 32 | 800.8 |
| and3_1 | 1 | 6.260 |
| nor4b_1 | 1 | 8.760 |
| xnor2_1 | 9 | 78.83 |
| nor3_1 | 2 | 10.01 |
| nor2_1 | 25 | 93.84 |
| ha_1 | 3 | 37.54 |
| a22o_2 | 1 | 10.01 |
| nand2_1 | 2 | 7.510 |
| nor4_1 | 5 | 31.28 |
| buf_4 | 10 | 75.07 |
| a22o_1 | 7 | 61.31 |
## metrics by stage
step                cell area, sq um    util  worst slack (ns)
finish                          2517  0.4516             2.795
global route                    2517  0.4516             2.623
CTS                             2517  0.4516             2.764
detailed placement              2427  0.4355             2.774
global placement                2427  0.4355             2.756
floorplan                       1795       -             3.148
## sequential cells by signal, indices dropped and copies added, names as in the netlist
name and cells:
count 12, count_1 12, clockCounter_counter 8
## routing by layer
| metal | global-route usage | up-vias |
|---|---|---|
| met1 | 0.1825 | 662 |
| met4 | 0.01852 | 0 |
| met3 | 0.03070 | 7 |
| met2 | 0.2157 | 37 |
| met5 | 0 | - |
| li1 | - | 722 |
Power figures rest on the tool's default switching activity, not on a simulated workload.

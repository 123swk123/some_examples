$ cat ./design.v
module Free_Counter (
  input               io_clk,
  input               io_reset,
  output     [15:0]   io_count,
  input               clk,
  input               reset
);
  wire       [19:0]   _zz_timer_counter_valueNext;
  wire       [0:0]    _zz_timer_counter_valueNext_1;
  wire       [15:0]   _zz_count_valueNext;
  wire       [0:0]    _zz_count_valueNext_1;
  reg                 timer_state;
  reg                 timer_stateRise;
  wire                timer_counter_willIncrement;
  reg                 timer_counter_willClear;
  reg        [19:0]   timer_counter_valueNext;
  reg        [19:0]   timer_counter_value;
  wire                timer_counter_willOverflowIfInc;
  wire                timer_counter_willOverflow;
  reg                 count_willIncrement;
  wire                count_willClear;
  reg        [15:0]   count_valueNext;
  reg        [15:0]   count_value;
  wire                count_willOverflowIfInc;
  wire                count_willOverflow;
  assign _zz_timer_counter_valueNext_1 = timer_counter_willIncrement;
  assign _zz_timer_counter_valueNext = {19'd0, _zz_timer_counter_valueNext_1};
  assign _zz_count_valueNext_1 = count_willIncrement;
  assign _zz_count_valueNext = {15'd0, _zz_count_valueNext_1};
  always @(*) begin
    timer_stateRise = 1'b0;
    if(timer_counter_willOverflow) begin
      timer_stateRise = (! timer_state);
    end
    if(timer_state) begin
      timer_stateRise = 1'b0;
    end
  end
  always @(*) begin
    timer_counter_willClear = 1'b0;
    if(timer_state) begin
      timer_counter_willClear = 1'b1;
    end
  end
  assign timer_counter_willOverflowIfInc = (timer_counter_value == 20'hf423f);
  assign timer_counter_willOverflow = (timer_counter_willOverflowIfInc && timer_counter_willIncrement);
  always @(*) begin
    if(timer_counter_willOverflow) begin
      timer_counter_valueNext = 20'h0;
    end else begin
      timer_counter_valueNext = (timer_counter_value + _zz_timer_counter_valueNext);
    end
    if(timer_counter_willClear) begin
      timer_counter_valueNext = 20'h0;
    end
  end
  assign timer_counter_willIncrement = 1'b1;
  always @(*) begin
    count_willIncrement = 1'b0;
    if(timer_state) begin
      count_willIncrement = 1'b1;
    end
  end
  assign count_willClear = 1'b0;
  assign count_willOverflowIfInc = (count_value == 16'hffff);
  assign count_willOverflow = (count_willOverflowIfInc && count_willIncrement);
  always @(*) begin
    count_valueNext = (count_value + _zz_count_valueNext);
    if(count_willClear) begin
      count_valueNext = 16'h0;
    end
  end
  assign io_count = count_value;
  always @(posedge clk or posedge reset) begin
    if(reset) begin
      timer_state <= 1'b0;
      timer_counter_value <= 20'h0;
      count_value <= 16'h0;
    end else begin
      timer_counter_value <= timer_counter_valueNext;
      if(timer_counter_willOverflow) begin
        timer_state <= 1'b1;
      end
      count_value <= count_valueNext;
      if(timer_state) begin
        timer_state <= 1'b0;
      end
    end
  end
endmodule
$ cat ./run.sh
#!/bin/bash
# OpenROAD 26Q1-2900-gdf79404cd8, Yosys 0.63+post, stock flow scripts
make -C /OpenROAD-flow-scripts/flow DESIGN_CONFIG=/design/flow/config.mk WORK_HOME=/design/flow/orfs finish
$ cat ./config.mk
export PLATFORM = sky130hd
export DESIGN_NAME = Free_Counter
export DESIGN_NICKNAME = Free_Counter
export VERILOG_FILES = /design/flow/design.v
export SDC_FILE = /design/flow/constraint.sdc
export NUM_CORES = 4
export LEC_CHECK = 1
export CORE_UTILIZATION = 30
$ cat ./constraint.sdc
current_design Free_Counter

set clk_period 4.4
set clk_io_pct 0.2

create_clock -name clk0 -period $clk_period [get_ports {clk}]

set non_clock_inputs [all_inputs -no_clocks]
set_input_delay [expr $clk_period * $clk_io_pct] -clock clk0 $non_clock_inputs
set_output_delay [expr $clk_period * $clk_io_pct] -clock clk0 [all_outputs]
==> results.py <==
# Metrics from the implementation run
metrics = {
    "run_status": {
        "status": "finished, final reports clean",
    },
    "yosys": {
        "synthesis.area_per_instance_um2": 10.4,
        "yosys-mux-area-fraction_pct": 0,
        "yosys-dominant-comb-family": "simple AND/OR/NAND/NOR gates",
        "synth.cellmix.adderShare_pct": 2.18,
        "yosysChipArea_um2": 1720,
        "ys_sh_xor_pct": 14.2,
        "synth-simple-area-share_pct": 24.0,
        "synthCells": 166,
        "yosysUniqueCellTypes": 28,
        "ys.flops": 37,
        "synth_compound_gate_area_share_pct": 2.61,
        "yosysWarningCount": 1,
        "synth-cells-yosys": 166,
        "yosys.stat.seqShare_pct": 53.7,
        "post_synth_instance_area_um2": 1720,
    },
    "power_and_ir_drop": {
        "internal_power_mw": 0.525,
        "power.net_switching_mw": 0.126,
        "power.total_mw": 0.652,
        "cellLeakagePower_nw": 0.910,
        "max-vdd-ir-drop_mv": 0.131,
        "comb_power_share_pct": 1.2,
        "powerDensity_nw_per_um2": 312,
        "pwr-share-clk_pct": 46.6,
        "reg_power_share_pct": 52.2,
        "switching_share_pct": 19.4,
    },
    "global_routing": {
        "groute.usage.overall_pct": 10.9,
        "grt_pass1_wl_mm": 5.15,
        "antenna_found_initial": 0,
        "overflow_left_after_global_routing": 0,
        "first_global_vias": 1099,
        "grt_start_max_net_pins": 38,
    },
    "final_timing": {
        "setup_viol": 0,
        "final_count_of_pins_violating_max_slew": 0,
        "finalHoldViolations": 0,
        "rsz0062_at_grt": "false",
        "period_minus_slack_ns": 2.20,
        "hold_slack_ns": 0.480,
        "fin_tns_setup_ns": 0,
        "fin_worst_skew_ns": 0.00376,
        "timing.fmax_ghz": 0.455,
        "ratio_of_final_minimum_period_to_clock_period_pct": 49.9,
        "max-slew-margin-rel_pct": 58.1,
        "tightest_slew_ns": 0.629,
    },
    "clocking": {
        "cts_post_setup_buffers_inserted": 0,
        "clock_sinks": 37,
        "postCtsResizedCells": 0,
        "tritoncts": "done",
        "cts.clk_slew.worst_paths_ns": 0.07,
        "cts.root.buffer_cell": "sky130_fd_sc_hd__clkbuf_8",
        "ctsHoldBuffers": 0,
        "htree_num_levels": 2,
        "clock_latency_ns": 0.29,
        "total_clock_buffers_created_by_cts": 5,
        "clockBufferDepth": 2,
    },
    "floorplan": {
        "fp_util_pct": 31.3,
        "placementRows": 27,
        "chip_area_um2": 6050,
        "core_area_um2": 5510,
        "die_boundary_height_um": 77.8,
        "boundaryPins": 20,
        "dieWidth_um": 77.8,
    },
    "worst_setup_path": {
        "worst-endpoint-arrival_ns": 2.34,
        "timing.critical_path.to_type": "flip-flop",
        "worstPathRequired_ns": 4.55,
        "worst-path-max-fanout": 18,
        "critPathLaunch": "timer_counter_value[0]",
        "reg2reg_from": "timer_counter_value[0]",
        "setup.worst_path.class": "reg2reg",
        "startpoint_type": "flip-flop",
    },
    "place": {
        "number_of_buffers_inserted_by_port_buffering": 17,
        "dpl.hpwl_mm": 2.01,
        "gp_routability_congestion": 0.803,
    },
    "drt": {
        "vias": 1226,
        "avgViaCountPerCell": 4.70,
        "dr.first_iter.drc_count": 105,
        "drt_drc_violations_left": 0,
        "routedWlPerCell_um": 11.2,
        "wl_mm": 2.94,
        "antenna_violating_nets_post_route": 0,
        "pre_antenna_drt_iters": 4,
        "antenna-diode-count": 0,
    },
    "job": {
        "count_of_warning_messages_emitted_by_the_tools": 27,
        "cap_viol_max_count": 0,
    },
    "min_path": {
        "worstHoldPathType": "reg2reg",
        "hold_path.startpoint": "count_value[15]",
    },
    "finish": {
        "postLayoutCoreUtil_pct": 37.9,
        "layout-drive-gt1-share_pct": 5.82,
        "filler_cell_count": 527,
        "syn_to_final_growth_pct": 21.2,
    },
}
## cell usage after synthesis
cell                        number  area, um^2
sky130_fd_sc_hd__buf_4           1        7.51
sky130_fd_sc_hd__o21ai_0         3        15.0
sky130_fd_sc_hd__nand4_1         7        43.8
sky130_fd_sc_hd__nand4b_1        1        8.76
sky130_fd_sc_hd__nand2_1         9        33.8
sky130_fd_sc_hd__a41o_1          1        10.0
sky130_fd_sc_hd__nor4_1          5        31.3
sky130_fd_sc_hd__nand2b_1        1        6.26
sky130_fd_sc_hd__or3_1           1        6.26
sky130_fd_sc_hd__xnor2_1        22         193
sky130_fd_sc_hd__nand4bb_1       1        11.3
sky130_fd_sc_hd__dfrtp_1        37         926
sky130_fd_sc_hd__and4_1          1        8.76
sky130_fd_sc_hd__nor4_2          1        12.5
sky130_fd_sc_hd__or4b_1          1        10.0
sky130_fd_sc_hd__and2_1          1        6.26
sky130_fd_sc_hd__xor2_1          6        52.6
sky130_fd_sc_hd__or4_1           2        15.0
sky130_fd_sc_hd__nor3_1          7        35.0
sky130_fd_sc_hd__buf_6           1        11.3
sky130_fd_sc_hd__nand3_1        12        60.1
sky130_fd_sc_hd__and3_1          4        25.0
sky130_fd_sc_hd__nand4_2         1        12.5
sky130_fd_sc_hd__inv_1           9        33.8
sky130_fd_sc_hd__clkbuf_1        1        3.75
sky130_fd_sc_hd__a21oi_1         4        20.0
sky130_fd_sc_hd__nor2_1         23        86.3
sky130_fd_sc_hd__ha_1            3        37.5
## registers in the layout, indices dropped and copies added, names as in the netlist
register and count:
timer_counter_value 20, count_value 16, timer_state 1
## cell usage in the layout (no fill, tap or decap)
cell	n
sky130_fd_sc_hd__or4b_1	1
sky130_fd_sc_hd__nor3_1	7
sky130_fd_sc_hd__o21ai_0	3
sky130_fd_sc_hd__nor2_1	23
sky130_fd_sc_hd__nand4_1	7
sky130_fd_sc_hd__a21oi_1	4
sky130_fd_sc_hd__xor2_1	6
sky130_fd_sc_hd__dfrtp_1	37
sky130_fd_sc_hd__xnor2_1	22
sky130_fd_sc_hd__ha_1	3
sky130_fd_sc_hd__nand4b_1	1
sky130_fd_sc_hd__clkdlybuf4s50_1	17
sky130_fd_sc_hd__nor4_2	1
sky130_fd_sc_hd__buf_4	1
sky130_fd_sc_hd__clkbuf_8	6
sky130_fd_sc_hd__clkinvlp_4	1
sky130_fd_sc_hd__nand2b_1	1
sky130_fd_sc_hd__nand3_1	12
sky130_fd_sc_hd__and3_1	4
sky130_fd_sc_hd__inv_1	9
sky130_fd_sc_hd__nand4_2	1
sky130_fd_sc_hd__and2_1	1
sky130_fd_sc_hd__or4_1	2
sky130_fd_sc_hd__nand4bb_1	1
sky130_fd_sc_hd__nand2_1	9
sky130_fd_sc_hd__and4_1	1
sky130_fd_sc_hd__bufinv_16	1
sky130_fd_sc_hd__a41o_1	1
sky130_fd_sc_hd__or3_1	1
sky130_fd_sc_hd__nor4_1	5
## power by group through the flow
stage | Combinational [mW] | Clock, mW | Sequential [mW]
4_1_cts | 0.00853 | 0.314 | 0.340
5_1_grt | 0.00967 | 0.325 | 0.340
6_report | 0.00783 | 0.304 | 0.340
## routing by layer
metal / part of all wire (%) / GRT usage, %
met1: 51 / 18.1
met2: 43 / 15.2
met3: 3.0 / 2.15
met4: 2.5 / 2.08
met5: 0 / 0
## path summary, 6_finish.rpt
check / cells past startpoint / end / slack (ns)
worst max-delay path: 5 / timer_counter_value[3] / 2.20
worst min-delay path: 1 / count_value[15] / 0.48
worst max register to register: 5 / timer_counter_value[3] / 2.20
worst min register to register: 1 / count_value[15] / 0.48
max in group asynchronous: 3 / timer_counter_value[10] / 3.07
min in group asynchronous: 3 / timer_counter_value[14] / 1.00
## kinds of logic (layout without fill, tap and decap cells)
| kind of cell | after synthesis | in the layout |
|---|---|---|
| xor gates and xnor gates | 28 | 28 |
| buffers and inverters | 12 | 35 |
| adders and majority gates | 3 | 3 |
| DFF | 37 | 37 |
| AOI/OAI and AO/OA | 8 | 8 |
| and+or+nand+nor | 78 | 78 |
## metrics by stage
stage                     cells  instance area (um^2)  setup WS, ns
after floorplan             166                  1720          2.59
after global placement      253                  1970          2.22
after detailed placement    253                  1970          2.19
after CTS                   261                  2090          2.17
after global routing        261                  2090          2.00
final                       261                  2090          2.20
## critical path: stages, from the launching register on
cell	delay (ns)
sky130_fd_sc_hd__dfrtp_1	0.40
sky130_fd_sc_hd__ha_1	0.19
sky130_fd_sc_hd__nand3_1	0.29
sky130_fd_sc_hd__nor4_2	0.42
sky130_fd_sc_hd__a41o_1	0.64
sky130_fd_sc_hd__nor2_1	0.11
## final cells by class
| class | count | area [um^2] | share of cell area, % |
|---|---|---|---|
| clock buffer | 6 | 82.6 | 3.95 |
| clock inverter | 2 | 37.5 | 1.80 |
| inverter | 9 | 33.8 | 1.62 |
| multi-input combinational | 117 | 741 | 35.5 |
| sequential | 37 | 926 | 44.3 |
| tap | 72 | 90.1 | 4.31 |
| timing repair buffer | 18 | 178 | 8.51 |
Power is estimated from default activity; no workload was simulated.

===== design/flow/design.v =====
module BitCounter (
  input               io_enable,
  output reg          io_out__0,
  output reg          io_out__1,
  output reg          io_out__2,
  output reg          io_out__3,
  output reg          io_out__4,
  output reg          io_out__5,
  output reg          io_out__6,
  output reg          io_out__7,
  input               clk,
  input               reset
);
  reg        [6:0]    bitCounter_1;
  reg        [4:0]    bitIndex;
  reg        [10:0]   vecUnitCount_0;
  reg        [10:0]   vecUnitCount_1;
  reg        [10:0]   vecUnitCount_2;
  reg        [10:0]   vecUnitCount_3;
  reg        [10:0]   vecUnitCount_4;
  reg        [10:0]   vecUnitCount_5;
  reg        [10:0]   vecUnitCount_6;
  reg        [10:0]   vecUnitCount_7;
  wire                when_bitcounter_l24;
  wire                when_bitcounter_l27;
  always @(*) begin
    io_out__0 = 1'b0;
    if(io_enable) begin
      if(when_bitcounter_l24) begin
        if(when_bitcounter_l27) begin
          io_out__0 = 1'b1;
        end
      end
    end
  end
  always @(*) begin
    io_out__1 = 1'b0;
    if(io_enable) begin
      if(when_bitcounter_l24) begin
        if(when_bitcounter_l27) begin
          io_out__1 = 1'b1;
        end
      end
    end
  end
  always @(*) begin
    io_out__2 = 1'b0;
    if(io_enable) begin
      if(when_bitcounter_l24) begin
        if(when_bitcounter_l27) begin
          io_out__2 = 1'b1;
        end
      end
    end
  end
  always @(*) begin
    io_out__3 = 1'b0;
    if(io_enable) begin
      if(when_bitcounter_l24) begin
        if(when_bitcounter_l27) begin
          io_out__3 = 1'b1;
        end
      end
    end
  end
  always @(*) begin
    io_out__4 = 1'b0;
    if(io_enable) begin
      if(when_bitcounter_l24) begin
        if(when_bitcounter_l27) begin
          io_out__4 = 1'b1;
        end
      end
    end
  end
  always @(*) begin
    io_out__5 = 1'b0;
    if(io_enable) begin
      if(when_bitcounter_l24) begin
        if(when_bitcounter_l27) begin
          io_out__5 = 1'b1;
        end
      end
    end
  end
  always @(*) begin
    io_out__6 = 1'b0;
    if(io_enable) begin
      if(when_bitcounter_l24) begin
        if(when_bitcounter_l27) begin
          io_out__6 = 1'b1;
        end
      end
    end
  end
  always @(*) begin
    io_out__7 = 1'b0;
    if(io_enable) begin
      if(when_bitcounter_l24) begin
        if(when_bitcounter_l27) begin
          io_out__7 = 1'b1;
        end
      end
    end
  end
  assign when_bitcounter_l24 = (7'h5a <= bitCounter_1);
  assign when_bitcounter_l27 = (5'h17 < bitIndex);
  always @(posedge clk or posedge reset) begin
    if(reset) begin
      bitCounter_1 <= 7'h0;
      bitIndex <= 5'h0;
      vecUnitCount_0 <= 11'h0;
      vecUnitCount_1 <= 11'h0;
      vecUnitCount_2 <= 11'h0;
      vecUnitCount_3 <= 11'h0;
      vecUnitCount_4 <= 11'h0;
      vecUnitCount_5 <= 11'h0;
      vecUnitCount_6 <= 11'h0;
      vecUnitCount_7 <= 11'h0;
    end else begin
      if(io_enable) begin
        bitCounter_1 <= (bitCounter_1 + 7'h01);
        if(when_bitcounter_l24) begin
          bitCounter_1 <= 7'h0;
          bitIndex <= (bitIndex + 5'h01);
          if(when_bitcounter_l27) begin
            bitIndex <= 5'h0;
            vecUnitCount_0 <= (vecUnitCount_0 - 11'h001);
            vecUnitCount_1 <= (vecUnitCount_1 - 11'h001);
            vecUnitCount_2 <= (vecUnitCount_2 - 11'h001);
            vecUnitCount_3 <= (vecUnitCount_3 - 11'h001);
            vecUnitCount_4 <= (vecUnitCount_4 - 11'h001);
            vecUnitCount_5 <= (vecUnitCount_5 - 11'h001);
            vecUnitCount_6 <= (vecUnitCount_6 - 11'h001);
            vecUnitCount_7 <= (vecUnitCount_7 - 11'h001);
          end
        end
      end
    end
  end
endmodule

===== design/flow/run.sh =====
#!/bin/bash
# OpenROAD 26Q1-2900-gdf79404cd8, Yosys 0.63+post, stock flow scripts
make -C /OpenROAD-flow-scripts/flow DESIGN_CONFIG=/design/flow/config.mk WORK_HOME=/design/flow/orfs finish

===== design/flow/config.mk =====
export PLATFORM = sky130hd
export DESIGN_NAME = BitCounter
export DESIGN_NICKNAME = BitCounter
export VERILOG_FILES = /design/flow/design.v
export SDC_FILE = /design/flow/constraint.sdc
export NUM_CORES = 4
export LEC_CHECK = 1
export CORE_AREA = 10 10 75 75
export DIE_AREA = 0 0 85 85

===== design/flow/constraint.sdc =====
current_design BitCounter

set clk_period 2.9
set clk_io_pct 0.2

create_clock -name clk0 -period $clk_period [get_ports {clk}]

set non_clock_inputs [all_inputs -no_clocks]
set_input_delay [expr $clk_period * $clk_io_pct] -clock clk0 $non_clock_inputs
set_output_delay [expr $clk_period * $clk_io_pct] -clock clk0 [all_outputs]

==> Changelog: implementation <==
## Implementation

* # DRC at 0
* Post-route clock period utilization at 0.936
* Fin. max-slew vios at 0
* Outcome: finished clean
* Max Buffers Root-to-Sink at 2
* Sink Count at 12
* Hold Path Sink: bitCounter_1[6]
* Maximum vdd drop at 0.420 mV
* HPWL Detailed at 999 um
* Top post-synthesis cells by count: 12 x dfrtp_1, 8 x buf_4, 8 x nor2_1, 6 x nand2_1
* Mean Syn Cell Area at 10.4 um2
* Worst Hold Class: reg2reg
* Slew headroom at 0.585
* Antenna diodes at 0
* Max Freq at 368 MHz
* Flop-to-flop setup slack at 1.08 ns
* Post-CTS Resized at 0
* H-tree depth at 1
* Layout Cell Area excl Fill at 905 um2
* Synth top area share at 0.420
* RSZ-0062 raised after global routing: no
* Worst r2r dst: bitIndex[0]
* CTS Buf Count at 3
* Std-Cell Rows at 23
* Synthesis warning total at 1
* Skew final at 0.00269 ns
* Top Ports at 11
* Die extent in x at 85 um
* Yosys top cell by area: dfrtp_1
* ANT nets after route at 0
* CTS tree: done
* Fillers at 425
* Syn Inst Count at 69
* Post-Place Cell Area at 847 um2
* Die area at 7230 um2
* CTS root buf: clkbuf_8
* Post-synth top flop: dfrtp_1
* Core Area at 4060 um2
* Register area at 300 um2
* Final Hold Viols at 0
* Fin Setup TNS at 0 ns
* Fp util at 0.176
* Pwr Density at 759 nW/um2
* Chip height at 85 um
* Slew @ Worst Pin at 0.622 ns
* Total Routing Usage GR at 0.0398
* Tool Warnings at 26
* Synthesis area per yosys at 714 um2
* Asr flop ratio synth at 1.00
* Hold buffer count at CTS at 0
* Layout area overhead at 26.6%
* WHS Path Cells at 2
* Crit path DRT at 2.32 ns
* Drt first-iter violations at 37
* CP startpoint kind: flop
* Crit Path Class: reg2out
* Routed wire length at 1390 um
* Cells on worst reg2reg path at 6
* Post-layout min period at 2.72 ns
* Initial antenna violation count at 0
* DR vias at 547
* Top cells by area: dfrtp_1 42%, buf_4 8.4%, ha_1 5.3%
* Buffer count from post-CTS setup fixing at 0
* Ys cells at 69
* Post-synth cell types at 27
* Yosys reg bits at 12
* Crit path capture type: output pin
* Hold wc startpoint: bitCounter_1[6]
* Number of port buffers at 10
* Synth top cell by count: dfrtp_1
* Reg-to-reg startpoint: bitCounter_1[0]
* Logic area at 357 um2
* Layout cells sized above 1 at 0.179
* First-pass GRT wire length at 2540 um
* Critical Path Fanout Max at 8
* Post-synth seq share at 0.420
* Setup violators final at 0
* GPL Wtd Cong at 0.817
* P_leak at 0.000358 uW
* Largest net degree at the start of global routing at 13
* Vias in the first global route at 573
* WL per Instance at 10.9 um
* CP arrival at 2.14 ns
* Post-synth EDFFs at 0
* DR pass1 iterations at 4
* Reg clk slew, reported paths at 0.05 ns
* Post-synthesis cell area at 714 um2
* Remaining Overflow, GRT at 0
* Vias/cell at 4.27
* Max-cap violations at 0
* Worst skew pair latency at 0.23 ns
## critical path, stage by stage, from the launching register on
cell and delay, ns:
dfrtp_1 0.45, inv_1 0.09, ha_1 0.19, a2111oi_4 0.06
or3_4 0.41, nor2_4 0.11, buf_6 0.12, clkdlybuf4s50_1 0.47
## registers in the layout (all words and copies together), names as in the netlist
name and cells:
bitCounter_1 7, bitIndex 5
## worst max-delay path by stage
| stage | startpoint | end | slack [ns] | depth (start not counted) |
|---|---|---|---|---|
| after global routing | bitCounter_1[0] | io_out__1 | 0.06 | 7 |
| after CTS | io_enable | io_out__6 | 0.04 | 6 |
| final | bitCounter_1[0] | io_out__6 | 0.18 | 7 |
## per-stage QoR
stage / hold WS [ns] / std cells / util / setup slack, ns / power [uW]
2_1_floorplan: 0.445 / 69 / - / 0.630 / 471
3_3_place_gp: 0.515 / 125 / 0.209 / 0.0551 / 526
3_5_place_dp: 0.517 / 125 / 0.209 / 0.0375 / 538
4_1_cts: 0.528 / 128 / 0.219 / 0.0351 / 691
5_1_grt: 0.571 / 128 / 0.223 / 0.0583 / 748
6_report: 0.534 / 128 / 0.223 / 0.184 / 686
## cells by family (layout without fill, tap and decap cells)
| group | after synthesis | after routing | share of synthesized area |
|---|---|---|---|
| adders and majority gates | 3 | 3 | 0.0525 |
| buffers and inverters | 10 | 19 | 0.0946 |
| and+or+nand+nor | 24 | 24 | 0.187 |
| AOI/OAI and AO/OA | 14 | 14 | 0.159 |
| xor gates and xnor gates | 4 | 4 | 0.0490 |
| muxes | 2 | 2 | 0.0368 |
| DFF | 12 | 12 | 0.420 |
## where the power goes
| group | internal [uW] | leakage [uW] | switching (uW) | total [uW] |
|---|---|---|---|---|
| logic | 109 | 0.000187 | 123 | 232 |
| clock network | 91.0 | 0.0000216 | 54.9 | 146 |
| registers | 223 | 0.000150 | 85.4 | 309 |
## routing by layer
metal  GRT usage  up-vias  routed length [um]
met5           0        -                   0
met4     0.00299        0                   5
met3      0.0202        2                 133
met2      0.0593       21                 590
met1      0.0526      262                 660
li1            -      262                   -
## placed cells by master (no fill, tap or decap), types with 2 or more instances in the layout
cell type        count
xor2_1               3
nor2_1               7
ha_1                 3
buf_4                3
clkdlybuf4s50_1      9
inv_1                2
nand4_1              2
a21oi_1              3
dfrtp_1             12
o31ai_1              3
o21ai_0              2
nand3b_1             2
clkbuf_8             3
nand2_1              5
## final cells by class
| cell class | instances | share of cell area |
|---|---|---|
| clock buffers | 3 | 0.0456 |
| inverters | 2 | 0.00830 |
| repair buffers | 14 | 0.151 |
| flip-flops and latches | 12 | 0.332 |
| multi-input cells | 47 | 0.394 |
| well taps | 50 | 0.0692 |
No activity file was given, so power comes from the tool's default toggle rates.
